## design/flow/run.sh

```bash
#!/bin/bash
# OpenROAD 26Q1-2900-gdf79404cd8, Yosys 0.63+post, stock flow scripts
make -C /OpenROAD-flow-scripts/flow DESIGN_CONFIG=/design/flow/config.mk WORK_HOME=/design/flow/orfs finish
```

## design/flow/config.mk

```make
export PLATFORM = sky130hd
export DESIGN_NAME = ssdec
export DESIGN_NICKNAME = ssdec
export VERILOG_FILES = /design/flow/design.v
export SDC_FILE = /design/flow/constraint.sdc
export NUM_CORES = 4
export LEC_CHECK = 1
export CORE_AREA = 10 10 70 70
export DIE_AREA = 0 0 80 80
```

## design/flow/constraint.sdc

```tcl
current_design ssdec

set clk_period 1.3
set clk_io_pct 0.2

create_clock -name clk0 -period $clk_period

set non_clock_inputs [all_inputs -no_clocks]
set_input_delay [expr $clk_period * $clk_io_pct] -clock clk0 $non_clock_inputs
set_output_delay [expr $clk_period * $clk_io_pct] -clock clk0 [all_outputs]
```

## design/flow/design.v

```verilog
`default_nettype none
module top (
  input  logic hz100, reset,
  input  logic [20:0] pb,
  output logic [7:0] left, right,
         ss7, ss6, ss5, ss4, ss3, ss2, ss1, ss0,
  output logic red, green, blue,
  output logic [7:0] txdata,
  input  logic [7:0] rxdata,
  output logic txclk, rxclk,
  input  logic txready, rxready
);
  logic pb0_prev;
  logic pulse_0;
  always_ff @(posedge hz100 or negedge reset) begin
    if (!reset)
    pb0_prev <= 0; 
    else 
    pb0_prev <= pb[0];
  end
  assign pulse_0 = (pb0_prev == 0) && (pb[0] == 1);
  logic pb1_prev;
  logic pulse_1;
  always_ff @(posedge hz100 or negedge reset) begin
    if (!reset)
    pb1_prev <= 0; 
    else 
    pb1_prev <= pb[1];
  end
  assign pulse_1 = (pb1_prev == 0) && (pb[1] == 1);
  logic shift_enable;
  logic shift_data;
  assign shift_enable = pulse_0 || pulse_1;
  assign shift_data   = pulse_1;
  shift_reg #(.MSB(8)) in (.clk(hz100), .rstn(reset), .en(shift_enable), .d(shift_data), .dir(pb[2]), .out(left));
  ssdec decoder_for_ss0 (
      .out(ss0),         
      .in(left[3:0]),    
      .enable(1'b1)      
  );
  ssdec decoder_for_ss1 (
      .out(ss1),         
      .in(left[7:4]),    
      .enable(1'b1)      
      ); 
endmodule
module shift_reg  #(parameter MSB) (  input d,                       
                                        input clk,                     
                                        input en,                      
                                        input dir,                     
                                        input rstn,                    
                                        output logic [MSB-1:0] out);     
   always_ff @ (posedge clk or negedge rstn)
      if (!rstn)
         out <= 0;
      else begin
         if (en)
            case (dir)
               0 :  out <= {out[MSB-2:0], d};
               1 :  out <= {d, out[MSB-1:1]};
            endcase
         else
            out <= out;
      end
endmodule
module ssdec(
  input logic [3:0]in,
  input logic enable,
  output logic [6:0]out
);
logic [6:0] SEG7 [15:0];
assign SEG7[4'h0] = 7'b0111111;
assign SEG7[4'h1] = 7'b0000110;
assign SEG7[4'h2] = 7'b1011011;
assign SEG7[4'h3] = 7'b1001111;
assign SEG7[4'h4] = 7'b1100110;
assign SEG7[4'h5] = 7'b1101101;
assign SEG7[4'h6] = 7'b1111101;
assign SEG7[4'h7] = 7'b0000111;
assign SEG7[4'h8] = 7'b1111111;
assign SEG7[4'h9] = 7'b1100111;
assign SEG7[4'ha] = 7'b1110111;
assign SEG7[4'hb] = 7'b1111100;
assign SEG7[4'hc] = 7'b0111001;
assign SEG7[4'hd] = 7'b1011110;
assign SEG7[4'he] = 7'b1111001;
assign SEG7[4'hf] = 7'b1110001;
assign out[6:0] = enable ? SEG7[in] : 7'b0000000;
endmodule
```

==> Flow_metrics.wiki <==
== Metrics ==
{| class="wikitable"
! Metric !! Value
|-
| Power density over the cells || 302 nW/µm²
|-
| Net switching component of the power || 0.0000634 W
|-
| Final Max Slew Viols || 0
|-
| Post-Layout Inst Area || 526 µm²
|-
| Vias in the first global route || between 300 and 400
|-
| Cell-internal power || 0.0000955 W
|-
| Wire length of the first global-routing pass || between 1500 and 2000 µm
|-
| Worst min-delay path category || in -> out
|-
| Startpoint of the most critical hold path || in[0]
|-
| Initial standard-cell utilization of the core || 0.0652
|-
| Type of destination of the critical path || primary output
|-
| Post-layout power || 0.000159 W
|-
| Combined area of all synthesized cells || 223 µm²
|-
| Hold path cells || 3
|-
| Worst-path maximum fanout || 3
|-
| Quantity of hold-fixing buffers added after cts || 0
|-
| Hold Violations, Final || 0
|-
| Fraction of post-synthesis cell area in the top cell type by area || 0.180
|-
| # Max-Cap Violations || 0
|-
| Die Y-Extent || about 80 µm
|-
| Iteration count of the initial detailed-routing pass || 2
|-
| Post-synthesis average cell area || about 6.6 µm²
|-
| Slew @ Worst Pin || 0.239 ns
|-
| Stage-log warning count || 34
|-
| Placed wire-length estimate || 682 µm
|-
| Share of total power in combinational logic || 1.000
|-
| Number of antenna violations at the first check in global routing || 0
|-
| Final wirelength || 985 µm
|-
| Number of sequential storage elements || 0
|-
| Setup violators final || 3
|-
| Max Freq || 0.697 GHz
|-
| Sequential power share || 0
|-
| Register share after synthesis || 0
|-
| Sequential standard cell area || 0 µm²
|-
| CLK BUF || 0
|-
| Overflow left after global routing || 0
|-
| Signed area change from the synthesized netlist to the final layout || 136%
|-
| Buffers added on ports || 12
|-
| Maximum number of pins on one net before global-route repair || 11
|-
| CP arrival || 1.17 ns
|-
| Initial DRC count || 19
|-
| Placer Congestion || 0.842
|-
| Die width || 80 µm
|-
| Detail Route Antenna Nets || 0
|-
| Area of the core || 3420 µm²
|-
| Clock Power Share || 0
|-
| Required time of the critical path || 1.04 ns
|-
| Hold Crit Endpoint || out[2]
|-
| Via count normalized by instance count || 3.33
|-
| Final worst path period share || 1.10
|-
| VDD IR-drop max || between 0.04 and 0.05 mV
|-
| DRC violations left || 0
|-
| Count of standard-cell rows || 21
|-
| Minimum clock period after layout || roughly 1.4 ns
|-
| Main area contributors || o211a_1 (18%), o21ai_0 (16%), a21oi_1 (9.0%)
|-
| Cell variety after synth || 18
|-
| Antenna Diode Count || 0
|-
| Commonest non-fill, non-tap cells in the layout || buf_6 (9), buf_4 (9), buf_2 (8), a21oi_1 (4), o211a_1 (4)
|-
| Largest area contributor in the synthesized netlist || o211a_1
|-
| Yosys synthesis chip area || 223 µm²
|-
| PnR worst setup slack || -0.134 ns
|-
| Comb gate area || between 200 and 250 µm²
|-
| Yosys Instances || 34
|-
| Total via count in the routed design || 346
|-
| Kind of critical path || in -> out
|-
| Gate count after technology mapping || 34
|-
| Leakage power figure || 0.254 nW
|-
| Setup repair after global routing missed its margin || true
|-
| Cell area after placement || 444 µm²
|-
| Status || finished with violations
|-
| Total number of yosys warnings || 2
|-
| Average routed wire per standard cell || between 9 and 10 µm
|-
| Number of top-level pins || 12
|-
| Die outline area || 6400 µm²
|-
| All-layer global routing usage || 0.0275
|-
| Worst relative slew slack || 0.841
|-
| Violations in the final reports || negative setup slack
|-
| Critical path startpoint category || primary input
|-
| Fraction of final layout cells with drive strength greater than 1 || 0.586
|-
| Fillcell total || 386
|-
| Sw Ratio || 0.399
|}
==> logic make-up (layout without fill, tap and decap cells) <==
family          Yosys count  count (layout)  share of synthesized area
buf+inv                   5              29                      0.124
compound gates           16              16                      0.466
simple gates             10              10                      0.258
mux                       2               2                      0.112
xor+xnor                  1               1                     0.0393
==> worst max-delay path by stage <==
stage | startpoint | endpoint | slack [ns]
final | in[3] | out[0] | -0.13
after global routing | in[3] | out[0] | -0.17
after CTS | in[3] | out[0] | -0.15
==> metrics by stage <==
stage	hold WS (ns)	cells	worst slack, ns	setup TNS (ns)	util
floorplan	0.587	34	0.103	0	-
global placement	1.61	97	-0.895	-5.84	0.130
detailed placement	1.59	97	-0.940	-6.11	0.130
CTS	0.910	102	-0.146	-0.217	0.143
global route	0.957	104	-0.169	-0.467	0.154
finish	0.915	104	-0.134	-0.263	0.154
==> routing by layer <==
layer  vias up  track usage  share of wire
met2         8       0.0465           0.43
li1        174            -              -
met1       164       0.0369           0.50
met3         0      0.00568          0.070
met5         -            0              0
met4         0            0              0
==> synthesized netlist by cell type <==
master	count
nand2_1	2
o21ai_0	7
a2bb2oi_1	1
nand3b_1	2
mux2_4	1
xor2_1	1
buf_1	1
nand2b_1	2
clkbuf_1	1
nor2b_1	1
buf_2	1
o211a_1	4
inv_1	1
nand3_1	2
a21oi_1	4
buf_6	1
mux2i_1	1
nand4_1	1
==> cell type report <==
type | count | share of cell area
Timing Repair Buffer | 28 | 0.443
Multi-Input combinational cell | 29 | 0.440
Tap cell | 46 | 0.110
Inverter | 1 | 0.00714
==> what timing repair did <==
action,CTS,global route
gates resized,58,5
endpoints found under the setup margin,7,6
pin swaps,12,4
buffers inserted,5,2
==> worst max-delay path, stage by stage <==
cell and delay, ns:
buf_8 0.10, buf_6 0.11, xor2_2 0.13, mux2_4 0.26
o211a_1 0.21, buf_2 0.11
==> power groups by stage <==
stage / registers [W] / clock network (W) / logic, W
5_1_grt: 0 / 0 / 0.000173
6_report: 0 / 0 / 0.000159
4_1_cts: 0 / 0 / 0.000146
Power and IR drop assume default switching activity.
